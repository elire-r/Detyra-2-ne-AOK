[flow/design.v]
`timescale 1ns / 1ps
module alu_control(funct,ALUOp,ALUControl);
input[4:0] funct;
output wire [3:0] ALUControl;
input ALUOp;
reg[3:0] ALUControl1;
always @(*)
begin
if (ALUOp==0)
ALUControl1=4'b0100;  
else
ALUControl1=4'b1100; 
if(ALUOp==1)
begin
  case(funct)
  5'b00001:
  begin 
  ALUControl1=4'b0000;  
  end
  5'b00010:
  begin 
  ALUControl1=4'b0010; 
  end
  5'b01000:
  begin 
  ALUControl1=4'b0001; 
  end
  5'b01001:   
  begin 
  ALUControl1=4'b0110; 
  end
  5'b10000:
  begin 
  ALUControl1=4'b0111; 
  end
  default:
  begin 
  ALUControl1=4'b0101; 
  end
 endcase
end
end
assign ALUControl = ALUControl1;
endmodule
[flow/run.sh]
#!/bin/bash
# OpenROAD 26Q1-2900-gdf79404cd8, Yosys 0.63+post, stock flow scripts
make -C /OpenROAD-flow-scripts/flow DESIGN_CONFIG=/design/flow/config.mk WORK_HOME=/design/flow/orfs finish
[flow/config.mk]
export PLATFORM = sky130hd
export DESIGN_NAME = alu_control
export DESIGN_NICKNAME = alu_control
export VERILOG_FILES = /design/flow/design.v
export SDC_FILE = /design/flow/constraint.sdc
export NUM_CORES = 4
export LEC_CHECK = 1
export CORE_AREA = 10 10 70 70
export DIE_AREA = 0 0 80 80
[flow/constraint.sdc]
current_design alu_control

set clk_period 2.1
set clk_io_pct 0.2

create_clock -name clk0 -period $clk_period

set non_clock_inputs [all_inputs -no_clocks]
set_input_delay [expr $clk_period * $clk_io_pct] -clock clk0 $non_clock_inputs
set_output_delay [expr $clk_period * $clk_io_pct] -clock clk0 [all_outputs]
==> flow_summary.ini <==
; yosys + openroad results
[power_and_ir_drop]
internal-power_uw = 25.46
design_power_total_uw = 44.60
comb_power_share_pct = 100.0
switching_share_pct = 42.93
power_density_mw_per_mm2 = 134.0
cellLeakagePower_uw = 0.0001264
peakVddDrop_mv = 0.01971
share_clk_of_total_power_pct = 0
netSwitchingPower_uw = 19.15
p_seq_share_pct = 0

[detailed_routing]
detail_route.iter0.violations = 3
drt_pre_antenna_iters = 2
drt_wl_total_um = 601
vias = 167
antenna_violating_nets_post_route = 0
routed_via_density = 2.197
drcViolationCount = 0
detail_route.wl_per_cell_um = 7.908

[flow_run]
warning_count = 33
max_cap_viol_count = 0

[timing]
timing_max_transition_violations_final = 0
timing.final.crit_share_pct = 97.21
setup_viol = 0
period_needed_ps = 2041
achievable-frequency_mhz = 489.9
timing.final.hold_violations = 0

[worst_setup_path]
cp.required_ps = 1680
timing.critical_path.arrival_ps = 1620
timing.critical_path.slowest_stage_cell = sky130_fd_sc_hd__clkdlybuf4s50_1
startpoint_type = input pin
max_stage_delay_ps = 430
cp.buffers_inverters = 3
path_cells = clkdlybuf4s50_1 > buf_4 > nor4_4 > a211oi_2 > dlygate4sd2_1
criticalPathCategory = input pin to primary output
critical_path.top_delay_family = buffers and inverters
cp_max_fo = 4
timing.critical_path.to_type = primary output

[cts]
cts-hold-fix-buffers = 0

[min_path]
hold_path.class = input pin to primary output

[floorplan]
floorplan.die.width_um = 80
dieArea_mm2 = 0.006400
initial_core_util_pct = 3.297
row_count = 21
die_span_y_um = 80
pin_count = 10
placeableCoreArea_mm2 = 0.003416

[cells_and_area]
layout.cells.most_common = sky130_fd_sc_hd__buf_4
regArea_um2 = 0
clock_buffers = 0
sequential_cell_total = 0
post-route-cell-area_um2 = 332.8
most-common-layout-cells = 6 x sky130_fd_sc_hd__buf_4, 4 x sky130_fd_sc_hd__dlygate4sd2_1, 2 x sky130_fd_sc_hd__clkdlybuf4s50_1, 2 x sky130_fd_sc_hd__dlymetal6s2s_1
areaGrowthSynthToFinish_pct = 195.6
drive_gt1_share_pct = 39.29

[outcome]
outcome = finished, final reports clean

[yosys]
synthesis.instances = 14
topCellsByArea = sky130_fd_sc_hd__o32ai_2 14%, sky130_fd_sc_hd__or4bb_1 10%, sky130_fd_sc_hd__or4b_1 8.9%
synth-warning-count = 1
synthesized_chip_area_reported_by_yosys_um2 = 112.6
ys_seq_share_pct = 0
yosys_cells = 14
netlist.top_cell.by_area = sky130_fd_sc_hd__o32ai_2
synth.top_cell.area_share_pct = 14.44
synth_cell_area_um2 = 112.6
synthDistinctLibCells = 14
average_cell_area_after_synthesis_um2 = 8.043

[global_route]
grt_usage_pct = 1.778
largest_net_degree_at_the_start_of_global_routing = 6
number_of_global_route_vias_before_repair = 172
initial_antenna_violation_count = 2
overflow = 0
grt_pass1_wl_um = 910

[placed_design]
postPlaceCellArea_um2 = 297.8
buffer_ports.inserted = 9
place.gp.congestion = 0.7165
dp_hpwl_um = 508.8
-- timing repair --
action	CTS	global route
pin swaps	1	2
endpoints found under the setup margin	3	2
setup buffers	0	0
gates resized	8	6
-- through the flow --
step / hold slack, ps / setup slack [ps] / utilization (%) / setup TNS, ps / instances
2_1_floorplan: 866.0 / 594.7 / - / 0 / 14
3_3_place_gp: 1897 / -416.9 / 8.718 / -768.2 / 74
3_5_place_dp: 1897 / -427.2 / 8.718 / -813.7 / 74
4_1_cts: 1388 / -5.534 / 8.608 / -5.534 / 74
5_1_grt: 1327 / -25.57 / 9.670 / -44.87 / 75
6_report: 1287 / 58.67 / 9.744 / 0 / 76
-- power by group through the flow --
stage	registers [uW]	clock network, uW	logic [uW]
4_1_cts	0	0	39.4
5_1_grt	0	0.0000636	48.4
6_report	0	0.000127	44.6
-- synthesized netlist by cell type --
master / count
sky130_fd_sc_hd__a211oi_1: 1
sky130_fd_sc_hd__buf_4: 1
sky130_fd_sc_hd__conb_1: 1
sky130_fd_sc_hd__inv_1: 1
sky130_fd_sc_hd__nor3b_1: 1
sky130_fd_sc_hd__nor4_1: 1
sky130_fd_sc_hd__nor4b_1: 1
sky130_fd_sc_hd__o211ai_1: 1
sky130_fd_sc_hd__o21ai_0: 1
sky130_fd_sc_hd__o32ai_2: 1
sky130_fd_sc_hd__or4b_1: 1
sky130_fd_sc_hd__or4bb_1: 1
sky130_fd_sc_hd__xnor2_1: 1
sky130_fd_sc_hd__xor2_1: 1
-- logic make-up after synthesis --
logic type                synth area share [%]
AOI/OAI and AO/OA                        32.23
buffers and inverters                    9.999
xor gates and xnor gates                 15.56
other                                    3.330
and+or+nand+nor                          38.90
-- tightest hold or removal path, cell delays in order --
cell and delay [ps]:
sky130_fd_sc_hd__dlymetal6s2s_1 110, sky130_fd_sc_hd__or4bb_1 150, sky130_fd_sc_hd__o32ai_2 90, sky130_fd_sc_hd__buf_2 110
-- layer usage --
metal | up-vias | part of all wire (%) | global-route usage, % | wire length [um]
met5 | - | 0 | 0 | 0
li1 | 86 | - | - | -
met1 | 73 | 45 | 2.373 | 270
met3 | 0 | 25 | 2.045 | 149
met4 | 0 | 0 | 0 | 0
met2 | 8 | 30 | 1.846 | 181
-- path summary, 6_finish.rpt --
check	start	to	cells past startpoint	slack [ps]
worst max-delay path	funct[2]	ALUControl[0]	5	60
worst min-delay path	funct[4]	ALUControl[1]	4	1290
-- cell type report --
type                       count  area [um2]
fill                         402        3083
timing repair buffer          15       130.1
tap                           46       57.56
antenna                        2       5.005
inverter                       1       3.754
multi-input combinational     12       136.4
No activity file was given, so power comes from the tool's default toggle rates.
