===== ./config.mk =====
export PLATFORM = sky130hd
export DESIGN_NAME = adder
export DESIGN_NICKNAME = adder
export VERILOG_FILES = /design/flow/design.v
export SDC_FILE = /design/flow/constraint.sdc
export NUM_CORES = 4
export LEC_CHECK = 1
export CORE_AREA = 10 10 70 70
export DIE_AREA = 0 0 80 80

===== ./constraint.sdc =====
current_design adder

set clk_period 9.9
set clk_io_pct 0.2

create_clock -name clk0 -period $clk_period

set non_clock_inputs [all_inputs -no_clocks]
set_input_delay [expr $clk_period * $clk_io_pct] -clock clk0 $non_clock_inputs
set_output_delay [expr $clk_period * $clk_io_pct] -clock clk0 [all_outputs]

===== ./design.v =====
`timescale 1ns / 1ps
module adder (pc, sum, pcFill);
input [15:0] pc, sum;
output [15:0] pcFill;
assign pcFill = pc + sum;
endmodule

===== ./run.sh =====
#!/bin/bash
# OpenROAD 26Q1-2900-gdf79404cd8, Yosys 0.63+post, stock flow scripts
make -C /OpenROAD-flow-scripts/flow DESIGN_CONFIG=/design/flow/config.mk WORK_HOME=/design/flow/orfs finish

==> job_summary.md <==
## Synthesis and layout report

| Metric | Value |
|---|---|
| Initial antenna violation count | `0` |
| Fill count | `375` |
| Share of post-route cells with drive strength above 1 | `2.74%` |
| Library cells used by synthesis | `27` |
| Max Slew Vio Count | `0` |
| Post-synthesis average cell area | `7.39 um^2` |
| GR met3 Demand/Resource | `1.36%` |
| Final hold slack | `4990 ps` |
| CP cell instances | `clkdlybuf4s50_1 > ha_1 > fa_1 > a21o_2 > a311oi_2 > nor3_1 > o41ai_2 > xnor2_1 > clkdlybuf4s50_1` |
| Hold Crit Class | `in2out` |
| Status | `finished clean` |
| Routing usage on met1 | `9.67%` |
| Wire per inst | `12.4 um` |
| Leakage | `0.501 nW` |
| Crit Path Class | `in2out` |
| Mapped cell area | `724 um^2` |
| Actual slew at the worst max-slew pin | `459 ps` |
| Family with the most delay on the worst path | `buffers and inverters` |
| Die W | `80 um` |
| # clk buffers | `0` |
| Time the worst path needs with I/O delays and setup | `6610 ps` |
| Post-CTS setup buffer count | `0` |
| DP Worst Slack | `3270 ps` |
| Die height | `80 um` |
| F_max | `151 MHz` |
| Crit. End Element | `output pin` |
| Critical Path AT | `4630 ps` |
| Met2 usage | `11.9%` |
| Core box area | `3420 um^2` |
| Grt total ovfl | `0` |
| Comb area | `713 um^2` |
| DP Wirelength | `2170 um` |
| Post-Syn Instances | `98` |
| Chip area in the Yosys report | `724 um^2` |
| Worst path bufs/invs | `2` |
| Global-route wire length before repair | `3870 um` |
| Post-cts hold buffer count | `0` |
| Vias in the first global route | `864` |
| Chip area | `6400 um^2` |
| Final Hold Violation Tally | `0` |
| Antenna diode count | `0` |
| Post-route cell area | `1260 um^2` |
| Worst stage delay on the critical path | `480 ps` |
| Post-DR vias/cell | `4.60` |
| Worst setup SP type | `input pin` |
| Pin count of the biggest net entering global routing | `7` |
| # rows | `21` |
| Number of warnings in the stage logs | `32` |
| Antenna viol nets, final | `0` |
| Vias post-DR | `883` |
| CTS resizes | `0` |
| Post-route DRC | `0` |
| P&R area growth vs syn | `74.3%` |
| Critical-path top delay cell | `clkdlybuf4s50_1` |
| Final WS setup | `3290 ps` |
| Fin crit share | `66.8%` |
| Drt total wl | `2380 um` |
| P per Cell Area | `66.9 nW/um^2` |
| Iteration count of the initial detailed-routing pass | `4` |
| Worst-path fanout max | `3` |
| Register area | `0 um^2` |
| Final core utilization | `37.0%` |
| GRT Overall Usage | `7.08%` |
| Seq/Total Area, Yosys | `0%` |
| Max VDD drop | `15.9 uV` |
| Routability congestion estimate from global placement | `0.848` |
| Total negative slack | `0 ps` |
| Ports | `48` |
| Flop count | `0` |
| Initial core utilization | `21.2%` |
| YS warnings | `0` |
| Yosys cell count | `98` |
| GR peak layer | `met2` |
| CP most frequent cell | `clkdlybuf4s50_1` |
| Dpl cell area | `1260 um^2` |
| Relative slew slack | `69.1%` |
| # setup viols final | `0` |
| Unrepaired setup endpoints after global routing | `false` |
| Number of port buffers | `48` |
| Max-cap violations | `0` |
| Worst EP required | `7920 ps` |
| Initial DRC Count | `64` |
cells in the mapped netlist:
cell	instances	area [um^2]
a21oi_1	17	85.1
ha_1	15	188
xnor2_1	10	87.6
nand2_1	9	33.8
o21ai_0	8	40.0
xor2_1	5	43.8
nand3_1	4	20.0
inv_1	3	11.3
nor3_1	3	15.0
o211ai_1	3	22.5
a21o_1	2	15.0
nor2_1	2	7.51
nor2b_1	2	12.5
o21bai_1	2	15.0
a211o_1	1	8.76
a211oi_1	1	7.51
a21o_2	1	8.76
a311oi_1	1	8.76
a311oi_2	1	15.0
a31oi_1	1	6.26
and3_1	1	6.26
fa_1	1	20.0
mux2i_1	1	10.0
nor3b_1	1	7.51
o22ai_1	1	6.26
o41ai_2	1	16.3
or2_2	1	6.26
report_power, final:
group / internal [W] / switching, W / leakage (nW)
clock network: 0 / 0 / 0
registers: 0 / 0 / 0
logic: 0.0000539 / 0.0000307 / 0.501
path summary, 6_finish.rpt:
path              cells after the start  slack (ps)    endpoint   start
hold / removal                        3        4990   pcFill[0]  sum[0]
setup / recovery                      9        3290  pcFill[12]   pc[0]
cell families after synthesis:
logic type      synth area share (%)
compound gates                  35.2
simple gates                    15.0
fa+ha+maj                       28.7
xor+xnor                        18.1
buf+inv                         1.55
mux                             1.38
routing by layer:
metal / up-vias / routed length [um]
li1: 467 / -
met1: 388 / 1120
met2: 28 / 1070
met3: 0 / 186
met4: 0 / 0
met5: - / 0
layout make-up:
cell class,count,area share (%)
Multi-Input combinational cell,95,56.5
Timing Repair Buffer,48,38.1
Tap cell,46,4.56
Inverter,3,0.892
placed cells by master, fill, tap and decap left out, types with 4 or more instances in the layout:
cell type,instances
o21ai_0,8
ha_1,15
xor2_1,5
xnor2_1,10
a21oi_1,17
nand3_1,4
clkdlybuf4s50_1,48
nand2_1,9
stage by stage:
stage | total power (W) | std cells
3_3_place_gp | 0.0000859 | 192
4_1_cts | 0.0000864 | 192
6_report | 0.0000845 | 192
5_1_grt | 0.0000945 | 192
2_1_floorplan | 0.0000379 | 98
3_5_place_dp | 0.0000860 | 192
tightest hold or removal path, cell delays in order:
cell and delay, ps:
clkdlybuf4s50_1 460, ha_1 120, clkdlybuf4s50_1 460
No activity file was given, so power comes from the tool's default toggle rates.
